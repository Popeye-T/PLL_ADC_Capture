==> ./design.v <==
module trigger_ctrl(
    input           clk,
    input           rst_n,
    input [31:0]    usb_wr_data,
    input           usb_wr_en,
    input           In_Trig,
    output reg      trigger_en
);
reg trigger_temp;
reg In_Trig_d1;
reg In_Trig_d2;
always @(posedge clk) begin
    In_Trig_d1  <= In_Trig;
    In_Trig_d2  <= In_Trig_d1;
end
always @(posedge clk or negedge rst_n)begin
    if(!rst_n) begin
        trigger_temp <= 0;
    end
    else if(usb_wr_en) begin
        if(usb_wr_data[31:0] == 32'h0000AB01)begin
            trigger_temp <= 1;
        end
        else if(usb_wr_data[31:0] == 32'h0000AB00)begin
            trigger_temp <= 0;
        end
    end
end
always @(posedge clk or negedge rst_n)begin
    if(!rst_n) begin
        trigger_en <= 0;
    end
    else if(trigger_temp & (!In_Trig_d2 & In_Trig_d1)) begin
        trigger_en <= 1;
    end
    else if(!trigger_temp) begin
        trigger_en <= 0;
    end
end
endmodule
==> ./run.sh <==
#!/bin/bash
# OpenROAD 26Q1-2900-gdf79404cd8, Yosys 0.63+post, stock flow scripts
make -C /OpenROAD-flow-scripts/flow DESIGN_CONFIG=/design/flow/config.mk WORK_HOME=/design/flow/orfs finish
==> ./config.mk <==
export PLATFORM = sky130hd
export DESIGN_NAME = trigger_ctrl
export DESIGN_NICKNAME = trigger_ctrl
export VERILOG_FILES = /design/flow/design.v
export SDC_FILE = /design/flow/constraint.sdc
export NUM_CORES = 4
export LEC_CHECK = 1
export CORE_AREA = 10 10 70 70
export DIE_AREA = 0 0 80 80
==> ./constraint.sdc <==
current_design trigger_ctrl

set clk_period 1.2
set clk_io_pct 0.2

create_clock -name clk0 -period $clk_period [get_ports {clk}]

set non_clock_inputs [all_inputs -no_clocks]
set_input_delay [expr $clk_period * $clk_io_pct] -clock clk0 $non_clock_inputs
set_output_delay [expr $clk_period * $clk_io_pct] -clock clk0 [all_outputs]
==> run notes <==
State of the implementation.

- The run finished with clean final reports.
- Clock tree synthesis inserted a total of 3 buffers.
- The pin closest to its max-slew limit shows a slew of between 0.2 and 0.25 ns.
- Synthesis instantiated 14 different standard cells from the library.
- The overall track demand over capacity in global routing is under 10%, for reference.
- Clock tree synthesis selected as its root buffer the cell sky130_fd_sc_hd__clkbuf_4.
- The main area contributors are sky130_fd_sc_hd__dfrtp_1 (22%), sky130_fd_sc_hd__dfxtp_1 (18%), sky130_fd_sc_hd__nor4_2 (17%), sky130_fd_sc_hd__nor4b_2 (6.7%), sky130_fd_sc_hd__nand4_1 (5.6%).
- The total instance count after detailed placement is slightly above 100, for reference.
- The report puts the hold buffer count at CTS at 0.
- The area fraction of the largest cell type after synthesis is ~22%.
- Entering global routing, the biggest net connects 4 pins.
- The post-layout minimum cycle time is about 1.2 ns, for reference.
- Looking at the VDD voltage map, the peak drop is 0.179 mV.
- The number of global-route vias before repair is approximately 380.
- The antenna diode count is 0, for reference.
- The yosys synthesis warning count is 1, for reference.
- Summing all placed instances gives a cell area of ~650 um^2.
- The mapped netlist covers approximately 220 um^2.
- In this run, synthesis produced a sequential element count of 4.
- Ranked by instance count, the synthesized netlist is headed by sky130_fd_sc_hd__nor4_2 (3), sky130_fd_sc_hd__dfrtp_1 (2), sky130_fd_sc_hd__dfxtp_1 (2), sky130_fd_sc_hd__nand4_1 (2).
- The post-route cell area is 623 um^2, for reference.
- According to the CTS report, the clock sink count is 4.
- The overall power after layout is 0.420 mW, for reference.
- The die is ~80 um tall.
- The violation tally recorded at the end of detailed-routing iteration 0 is 0.
- The hold violation count in the final report is 0, for reference.
- The detailed-route wire length is around 1200 um, for reference.
- The routed layout has between 300 and 400 vias.
- Per the run report, area growth between synthesis and finish was 180%.
- The share of the core area taken by cells at floorplan is 6.52%.
- The congestion estimate from routability-driven global placement came to a little over 0.8.
- Along the worst path, the maximum fanout reaches 1.
- The initial antenna violation count came to 0.
- The layout cell share with drive strength beyond 1 is between 40% and 50%, for reference.
- The number of placed I/O pins is 37, for reference.
- The highest clock rate is 855 MHz, for reference.
- The path class of the lowest-slack min-delay path is in -> async, for reference.
- The leakage power figure is 0.291 nW, for reference.
- The OpenROAD warning count is 26, for reference.
- The max-cap check violation count is 0, for reference.
- The final critical path takes up a little over nine tenths of the cycle.
- The clock insertion delay at the later pin of the skew report is 0.24 ns, for reference.
- The tightest hold path in the finished design has a slack of approximately 0.17 ns.
- The fraction of the yosys area taken by sequential cells is slightly above 40%, for reference.
- The predominant post-synthesis flop cell is sky130_fd_sc_hd__dfxtp_1, for reference.
- In this run, synthesis inferred 0 flip-flops with an integrated enable.
- Setup repair after global routing left no endpoint under its margin.
- The synthesized instance count is 19.
- The critical path endpoint has a required time of ~1.3 ns.
- Recorded from the global router log, the overflow total was 0.
- CTS built an H-tree with a depth of 1.
- From the final report, the count of setup violators was given as 0.
- The yosys-reported design area after synthesis is 223 um^2, for reference.
- The start-to-end type of the worst setup path is in -> reg, for reference.
- Data on the critical path arrives at its endpoint at ~1.3 ns.
- The average wire length per cell after detail routing is ~11 um, for reference.
- The die span in x is around 80 um, for reference.
- In this run the full chip footprint comes out at ~6400 um^2.
- STA classifies the critical path startpoint as an input pin.
- On the reported timing paths, the clock transition at the registers reads roughly 0.04 ns.
- For this run, the detailed router reports a per-instance via density of about 3.1.
- TritonCTS built the clock tree.
- The final timing report lists clock skew as around 0.011 ns.
- The average instance in the mapped netlist occupies between 10 and 15 um^2.
- The post-synthesis cell type with the largest instance count is sky130_fd_sc_hd__nor4_2, for reference.
- After the flow finishes, the layout carries non-filler instances totaling 105.
- Per the synth stats, the proportion of register bits with asynchronous set or reset is about half.
- The largest total area in the synthesized netlist belongs to sky130_fd_sc_hd__dfrtp_1.
- The synthesized netlist was found by Yosys to have 19 cells.
- Per the post-route antenna check, the number of violating nets is 0.
- The max-slew violation count is 0, for reference.
- The clock passes through at most 2 buffers.
- The cell row count is 21, for reference.
- The first global-routing pass estimated ~1700 um of wire.
- The total DRC errors in the routed layout is 0, for reference.
- The nature of the critical path endpoint is a register, for reference.
- Per the placement log, port buffering inserted 36 buffers.
- The total power divided by cell area is between 600 and 700 nW/um^2, for reference.
- The detailed-routing iteration count for the pre-antenna-repair pass is 1, for reference.
- The worst-case max-slew headroom was logged as 85.7%.
- According to the floorplan report, the placeable core area is around 3400 um^2.
placed cells by master (no fill, tap or decap):
cell and n:
sky130_fd_sc_hd__dlygate4sd2_1 4, sky130_fd_sc_hd__clkbuf_2 15, sky130_fd_sc_hd__nor4b_4 2, sky130_fd_sc_hd__nor2b_1 1
sky130_fd_sc_hd__nand2_1 1, sky130_fd_sc_hd__clkbuf_4 3, sky130_fd_sc_hd__nand4_1 2, sky130_fd_sc_hd__dlymetal6s2s_1 4
sky130_fd_sc_hd__clkdlybuf4s15_1 8, sky130_fd_sc_hd__buf_2 1, sky130_fd_sc_hd__o21a_1 1, sky130_fd_sc_hd__nor2_1 1
sky130_fd_sc_hd__nor4bb_1 1, sky130_fd_sc_hd__dfrtp_1 2, sky130_fd_sc_hd__clkdlybuf4s50_1 3, sky130_fd_sc_hd__nor3_2 1
sky130_fd_sc_hd__mux2_1 1, sky130_fd_sc_hd__clkdlybuf4s15_2 1, sky130_fd_sc_hd__clkbuf_1 1, sky130_fd_sc_hd__dfxtp_1 2
sky130_fd_sc_hd__nor4_2 4
worst max-delay path, stage by stage:
cell and delay (ns):
sky130_fd_sc_hd__clkdlybuf4s15_1 0.16, sky130_fd_sc_hd__nor4bb_1 0.25, sky130_fd_sc_hd__nand2_1 0.11, sky130_fd_sc_hd__nor3_2 0.20
sky130_fd_sc_hd__mux2_1 0.33
kinds of logic (layout without fill, tap and decap cells):
kind of cell | count (synthesis) | after routing | share of synthesized area [%]
DFF | 4 | 4 | 40.5
muxes | 1 | 1 | 5.06
buffers and inverters | 0 | 40 | 0
AOI/OAI and AO/OA | 1 | 1 | 3.37
and+or+nand+nor | 13 | 13 | 51.1
registers in the layout (all words and copies together) (netlist names):
signal and flops:
In_Trig_d1 1, In_Trig_d2 1, trigger_en 1, trigger_temp 1
layer usage:
layer	vias up	GRT usage (%)	routed length [um]
li1	158	-	-
met1	136	4.94	546
met2	31	4.09	407
met3	2	1.82	180
met4	0	1.23	19
met5	-	0	0
worst paths after layout:
check                           cells after the start           end            start  slack [ns]
worst max-delay path                                5  trigger_temp  usb_wr_data[14]        0.03
worst min-delay path                                1    trigger_en            rst_n        0.17
worst max register to register                      1  trigger_temp     trigger_temp        0.44
worst min register to register                      0    In_Trig_d2       In_Trig_d1        0.34
max in group asynchronous                           1  trigger_temp            rst_n        0.91
min in group clk0                                   0    In_Trig_d2       In_Trig_d1        0.34
layout make-up:
type / instances / area [um^2]
clock buffers: 4 / 26.3
flip-flops and latches: 4 / 90.1
well taps: 46 / 57.6
multi-input cells: 15 / 163
repair buffers: 36 / 287
fillers: 394 / 2790
where the power goes:
group	total [mW]	leakage [nW]	internal (mW)	switching [mW]
Sequential	0.139	0.0448	0.138	0.000928
Combinational	0.0999	0.231	0.0707	0.0291
Clock	0.181	0.0150	0.125	0.0560
Total	0.420	0.291	0.334	0.0860
per-stage QoR:
stage	TNS (ns)	setup slack [ns]	util, %
after floorplan	0	0.000253	-
after global placement	-0.548	-0.548	19.1
after detailed placement	-0.549	-0.549	19.1
after CTS	-0.0987	-0.0987	19.7
after global routing	0	0.000236	18.2
final	0	0.0308	18.2
repair_timing:
action | CTS | global route
hold endpoints to repair | 0 | 0
setup endpoints to repair | 2 | 1
setup buffers | 0 | 0
pin swaps | 11 | 11
resized | 46 | 32
Power figures rest on the tool's default switching activity, not on a simulated workload.
